[flow/design.v]
module adder (CLK,
            input1,
            input2,
            sum
    );
    input CLK;
    input [3:0] input1;
    input [3:0] input2;
    output reg [3:0] sum;
    always @(posedge CLK) begin
        sum = input1 + input2;
    end
endmodule
[flow/run.sh]
#!/bin/bash
# OpenROAD 26Q1-2900-gdf79404cd8, Yosys 0.63+post, stock flow scripts
make -C /OpenROAD-flow-scripts/flow DESIGN_CONFIG=/design/flow/config.mk WORK_HOME=/design/flow/orfs finish
[flow/config.mk]
export PLATFORM = sky130hd
export DESIGN_NAME = adder
export DESIGN_NICKNAME = adder
export VERILOG_FILES = /design/flow/design.v
export SDC_FILE = /design/flow/constraint.sdc
export NUM_CORES = 4
export LEC_CHECK = 1
export CORE_AREA = 10 10 70 70
export DIE_AREA = 0 0 80 80
[flow/constraint.sdc]
current_design adder

set clk_period 1.3
set clk_io_pct 0.2

create_clock -name clk0 -period $clk_period [get_ports {CLK}]

set non_clock_inputs [all_inputs -no_clocks]
set_input_delay [expr $clk_period * $clk_io_pct] -clock clk0 $non_clock_inputs
set_output_delay [expr $clk_period * $clk_io_pct] -clock clk0 [all_outputs]
==> flow_summary.json <==
{
  "die-width_um": 80,
  "min_period_ps": 1254,
  "syn_to_final_growth_pct": 118.7,
  "track_usage_pct": 1.763,
  "warning_count": 25,
  "core_area_um2": 3416,
  "gp_congestion": 0.7824,
  "yosysUniqueCellTypes": 7,
  "vdd_ir_drop_max_v": 0.0002420,
  "path_cells": "clkdlybuf4s50_1",
  "antenna_left": 0,
  "hold_violations": 0,
  "antenna_found_initial": 1,
  "setup_ws_ps": 46.24,
  "largest_reg_flops": 4,
  "critPathBufInv": 1,
  "port_buffers": 12,
  "tritoncts": "done",
  "grt_max_degree": 3,
  "synth_stat.cells": 13,
  "cpPeakStageDelay_ps": 470,
  "hold_class": "primary input to flip-flop",
  "fp_util_pct": 5.275,
  "grt_busiest_layer": "met3",
  "critical_path_class": "flip-flop to output pin",
  "finalClockPeriodUsage_pct": 96.44,
  "netlist_area_um2": 180.2,
  "grt.met2_usage_pct": 1.445,
  "rows": 21,
  "synth_warnings": 1,
  "grt_pass1_wl_um": 841,
  "crit_arrival_ps": 990,
  "chipArea_um2": 6400,
  "cts_hold_buf": 0,
  "drive_above_1_share_pct": 21.43,
  "maxCapViolCount": 0,
  "htreeDepth": 1,
  "worstMarginPinSlew_ps": 194.4,
  "dp_slack_ps": -271.1,
  "fmax_mhz": 797.6,
  "syn_area_per_cell_um2": 13.86,
  "status": "complete, no violations",
  "cp-start-kind": "flip-flop",
  "relSlewSlack_pct": 86.99,
  "p_per_area_nw_per_um2": 993.9,
  "power_leakage_uw": 0.0001732,
  "drtIter0Drc": 2,
  "end_kind": "output pin",
  "rsz0062_at_grt": "false",
  "worst-path-max-fanout": 1,
  "num_vias": 149,
  "clk_pin_slew_worst_paths_ps": 40,
  "ys.flops": 4,
  "slew_viol_final": 0,
  "numCtsBuffers": 3,
  "clock_sinks": 4,
  "crit_family": "buffers and inverters",
  "cts_root_buf": "clkbuf_4",
  "clockBufferDepth": 2,
  "slowest_stage": "clkdlybuf4s50_1",
  "yosys-stat-area_um2": 180.2,
  "routed_wl_um": 515,
  "finalSetupViolations": 0,
  "drc": 0,
  "route.detailed.wl_per_inst_um": 6.867,
  "power.total_uw": 391.7,
  "crit_required_ps": 1040,
  "synth_cells": 13,
  "viasPerCell": 1.987,
  "grt-ovfl-total": 0,
  "grt_use_met3_pct": 2.841,
  "ys_seq_share_pct": 44.44,
  "num_io_pins": 13,
  "use_met1_pct": 2.071,
  "whs_ps": 402.7,
  "die_h_um": 80,
  "drt-pass1-iter-count": 2,
  "grt_pass1_vias": 181
}
area by class of cell:
| class | count | area (um^2) |
|---|---|---|
| Clock buffer | 3 | 22.52 |
| Sequential cell | 4 | 80.08 |
| Multi-Input combinational cell | 9 | 105.1 |
| Antenna cell | 1 | 2.502 |
| Tap cell | 46 | 57.56 |
| Timing Repair Buffer | 12 | 126.4 |
| Fill cell | 400 | 3022 |
kinds of logic (layout without fill, tap and decap cells):
kind of cell | after synthesis | in the layout | synth area share, %
fa+ha+maj | 4 | 4 | 31.95
xor+xnor | 3 | 3 | 14.59
other cells | 0 | 1 | 0
compound gates | 2 | 2 | 9.030
buf+inv | 0 | 15 | 0
flops | 4 | 4 | 44.45
layout by cell type, fill, tap and decap left out, drive strengths merged:
cell type      synthesis  layout
dlygate4sd2            0       1
dlymetal6s2s           0       3
clkbuf                 0       3
xor2                   2       2
dfxtp                  4       4
a21o                   1       1
clkdlybuf4s50          0       8
diode                  0       1
ha                     3       3
fa                     1       1
a21oi                  1       1
xnor2                  1       1
worst paths after layout:
check	startpoint	to	slack, ps	depth (start not counted)
setup / recovery	sum[1]	sum[1]	50	1
hold / removal	input2[1]	sum[1]	400	2
power breakdown:
part | leakage (uW) | switching [uW] | total [uW] | internal, uW
registers | 0.0000338 | 3.53 | 147 | 144
clock network | 0.0000138 | 49.3 | 152 | 103
logic | 0.000126 | 26.4 | 91.9 | 65.5
layer usage:
| layer | part of all wire, % | up-vias |
|---|---|---|
| met2 | 15 | 15 |
| met3 | 28 | 0 |
| met5 | 0 | - |
| met4 | 0 | 0 |
| li1 | - | 76 |
| met1 | 58 | 58 |
timing repair:
item                                    4_1_cts  5_1_grt
buffers inserted                              0        0
cloned                                        0        0
hold endpoints to repair                      0        0
endpoints found under the setup margin        2        4
gates resized                                 2        4
per-stage QoR:
stage,cell area (um^2),cells,setup TNS (ps),utilization (%)
2_1_floorplan,180.2,13,0,-
3_3_place_gp,357.8,71,-652.5,10.48
3_5_place_dp,357.8,71,-716.8,10.48
4_1_cts,381.6,74,0,11.17
5_1_grt,394.1,75,0,11.54
6_report,394.1,75,0,11.54
synthesized netlist by cell type, drive strengths merged:
cell	instances	area share, %
fa	1	11
a21o	1	4.2
ha	3	21
dfxtp	4	44
a21oi	1	4.9
xor2	2	9.7
xnor2	1	4.9
Power figures rest on the tool's default switching activity, not on a simulated workload.
